`/design/flow/design.v`:
```
`timescale 1ns / 1ps
module disp_mux
#(
	parameter width=4'h8
)
(
input clk,
input rst,
input [width-1:0] in0, in1, in2,
output reg [width-1:0] sseg,
output reg [2:0] en
    );
	 localparam N=17;
	 reg [N-1:0] cnt;
	 always @*
	 begin
		case(cnt[N-1:N-2])
			3'b00: begin
				sseg = in0;
				en = 3'b110;
			end
			3'b01: begin
				sseg = in1;
				en = 3'b101;
			end
			3'b10: begin
				sseg = in2;
				en = 3'b011;
			end
			default: begin
				sseg = in0;
				en = 3'b110;
			end
		endcase
	 end
	 always @(posedge clk, negedge rst)
	 begin
		if(!rst) begin
			cnt <= 'b0;
		end
		else begin
			if(cnt[N-1:N-2]==2'b11) begin
				cnt <= 'b0;
			end
			else begin
				cnt <= cnt + 1;
			end
		end
	 end
endmodule
`timescale 1ns / 1ps
module hex_BCD(
input [9:0] hex,
output reg [11:0] BCD
    );
integer i;
always @(*) begin
	BCD = 12'b0;
	BCD = {BCD[8:0],hex[9:7]};
	for(i=3;i<10;i=i+1) begin
		if(BCD[3:0] > 4'h4) begin
			BCD[3:0] = BCD[3:0] + 4'h3;
		end
		if(BCD[7:4] > 4'h4) begin
			BCD[7:4] = BCD[7:4] + 4'h3;
		end
		if(BCD[11:8] > 4'h4) begin
			BCD[11:8] = BCD[11:8] + 4'h3;
		end
		BCD = {BCD[10:0],hex[9-i]};
	end
end
endmodule
`timescale 1ns / 1ps
module hex_sseg(
input [3:0] hex,
input dp,
output reg [7:0] seg
    );
always @(*)
begin
	case({dp,hex})
    5'h0: seg = 8'b00000011;
    5'h1: seg = 8'b10011111;
    5'h2: seg = 8'b00100101;
    5'h3: seg = 8'b00001101;
    5'h4: seg = 8'b10011001;
    5'h5: seg = 8'b01001001;
    5'h6: seg = 8'b01000001;
    5'h7: seg = 8'b00011111;
    5'h8: seg = 8'b00000001;
    5'h9: seg = 8'b00001001;
	 5'ha: seg = 8'b00010001;
	 5'hb: seg = 8'b11000001;
	 5'hc: seg = 8'b01100011;
	 5'hd: seg = 8'b10000101;
	 5'he: seg = 8'b01100001;
	 5'hf: seg = 8'b01110001;
    5'h10: seg = 8'b00000010;
    5'h11: seg = 8'b10011110;
    5'h12: seg = 8'b00100100;
    5'h13: seg = 8'b00001100;
    5'h14: seg = 8'b10011000;
    5'h15: seg = 8'b01001000;
    5'h16: seg = 8'b01000000;
    5'h17: seg = 8'b00011110;
    5'h18: seg = 8'b00000000;
    5'h19: seg = 8'b00001000;
	 5'h1a: seg = 8'b00010000;
	 5'h1b: seg = 8'b11000000;
	 5'h1c: seg = 8'b01100010;
	 5'h1d: seg = 8'b10000100;
	 5'h1e: seg = 8'b01100000;
	 5'h1f: seg = 8'b01110000;	 
    default: seg = 8'b00000010;
	endcase
end
endmodule
`timescale 1ns / 1ps
module stopwatch(
input clk,
input rst,
input start,
input sync_clr,
input dir,
output [2:0] en,
output [7:0] sseg
    );
localparam START = 3'h0;
localparam wait_before_count = 3'h1;
localparam COUNTING = 3'h2;
localparam wait_before_pause = 3'h3;
localparam PAUSE = 3'h4;
reg [20:0] cnt;
reg [9:0] hex;
wire [11:0] BCD;
wire [3:0] BCD_out;
reg [2:0] state;
always @(posedge clk, negedge rst) begin
	if(!rst) begin
		cnt <= 0;
	end
	else begin
		if(cnt == 21'd1199999) begin
			cnt <= 0;
		end
		else begin
			cnt <= cnt + 1;
		end
	end
end
always @(posedge clk, negedge rst)
begin
	if(!rst) begin
		state <= START;
		hex <= 0;
	end
	else begin
		case(state)
			START: begin
				hex <= 0;
				if(!start) begin
					state <= wait_before_count;
				end
			end
			wait_before_count: begin
				if(start) begin
					state <= COUNTING;
				end
			end
			COUNTING: begin
				if(!start) begin
					state <= wait_before_pause;
				end
				else if(!sync_clr) begin
					state <= START;
				end
				else begin
					if(cnt == 21'd1199999) begin
						if (dir) begin
							if(hex==10'd999) begin
								hex <= 10'd0;
							end
							else begin
								hex <= hex + 10'b1;								
							end
						end
						else begin
							if(hex==10'd0) begin
								hex <= 10'd999;
							end
							else begin
								hex <= hex - 10'b1;
							end
						end
					end
				end
			end
			wait_before_pause: begin
				if(start) begin
					state <= PAUSE;
				end
			end
			PAUSE: begin
				if(!start) begin
					state <= wait_before_count;
				end
				else if(!sync_clr) begin
					state <= START;
				end
			end
		endcase
	end
end
hex_BCD h1(.hex(hex), .BCD(BCD));
disp_mux #(4'h4) d1 (.clk(clk), .rst(rst), .in0(BCD[3:0]), .in1(BCD[7:4]), .in2(BCD[11:8]), .sseg(BCD_out), .en(en));
hex_sseg sseg_decoder_1(.hex(BCD_out), .dp(~en[1]), .seg(sseg));
endmodule
```
`/design/flow/run.sh`:
```
#!/bin/bash
# OpenROAD 26Q1-2900-gdf79404cd8, Yosys 0.63+post, stock flow scripts
make -C /OpenROAD-flow-scripts/flow DESIGN_CONFIG=/design/flow/config.mk WORK_HOME=/design/flow/orfs finish
```
`/design/flow/constraint.sdc`:
```
current_design stopwatch

set clk_period 7.7
set clk_io_pct 0.2

create_clock -name clk0 -period $clk_period [get_ports {clk}]

set non_clock_inputs [all_inputs -no_clocks]
set_input_delay [expr $clk_period * $clk_io_pct] -clock clk0 $non_clock_inputs
set_output_delay [expr $clk_period * $clk_io_pct] -clock clk0 [all_outputs]
```
`/design/flow/config.mk`:
```
export PLATFORM = sky130hd
export DESIGN_NAME = stopwatch
export DESIGN_NICKNAME = stopwatch
export VERILOG_FILES = /design/flow/design.v
export SDC_FILE = /design/flow/constraint.sdc
export NUM_CORES = 4
export LEC_CHECK = 1
export CORE_UTILIZATION = 40
```
==> flow_metrics.env <==
# flow metrics
export IMPL_comb_area_mm2=0.003911
export IMPL_num_antenna_cells=0
export IMPL_top_level_ports=16
export IMPL_fp_util_pct=41.01
export IMPL_slew_violations=0
export IMPL_power_density_mw_per_mm2=85.81
export IMPL_finalPower_mw=0.5527
export IMPL_grt_pass1_vias=4451
export IMPL_detail_route_wl_per_cell_um=14.34
export IMPL_path_max_fanout=12
export IMPL_min_period_ns=7.582
export IMPL_cts_made_buffers=5
export IMPL_reg2reg_slack_ns=5.04
export IMPL_vias_per_cell=5.680
export IMPL_cp_arrival_ns=6.04
export IMPL_root_buffer="clkbuf_16"
export IMPL_wl_um=12630
export IMPL_antenna_left=0
export IMPL_cp_end_kind="output pin"
export IMPL_timing_rr_start="hex[1]$_DFFE_PN0P_"
export IMPL_dieWidth_um=115.7
export IMPL_slew_headroom_pct=43.87
export IMPL_cp_start_kind="flip-flop"
export IMPL_dieHeight_um=115.7
export IMPL_reg2reg_depth=11
export IMPL_layout_top_cells="68 x buf_4, 61 x nand2_1, 59 x nor2_1"
export IMPL_cts_clk_slew_worst_paths_ns=0.07
export IMPL_finalClockSkew_ns=0.008975
export IMPL_syn_area_per_cell_um2=7.949
export IMPL_timing_fmax_mhz=131.9
export IMPL_design_area_mm2=0.006441
export IMPL_firstDrtPassIters=5
export IMPL_synth_cell_types=86
export IMPL_ys_chip_area_mm2=0.005175
export IMPL_port_buffers=15
export IMPL_core_area_mm2=0.01262
export IMPL_n_fill_cell=1147
export IMPL_hp_start="d1.cnt[0]$_DFF_PN0_"
export IMPL_layout_setup_ws_ns=0.1177
export IMPL_dp_hpwl_um=9045
export IMPL_rr_endpoint="hex[2]$_DFFE_PN0P_"
export IMPL_warning_count=47
export IMPL_power_leakage_nw=2.660
export IMPL_grt_pass1_wl_um=21470
export IMPL_ctsHoldBuffers=0
export IMPL_hold_path_depth=1
export IMPL_rsz0062_at_grt="true"
export IMPL_hold_end="d1.cnt[0]$_DFF_PN0_"
export IMPL_async_flop_share_pct=100.0
export IMPL_clk_latency_ns=0.29
export IMPL_syn_to_final_growth_pct=24.47
export IMPL_synth_warnings=4
export IMPL_layout_cells_non_filler=881
export IMPL_place_ws_ns=0.008110
export IMPL_place_gp_congestion=0.8674
export IMPL_synth_area_mm2=0.005175
export IMPL_ys_flops=53
export IMPL_yosys_cells=651
export IMPL_tightestPinTransition_ns=0.8420
export IMPL_irDropWorstVdd_mv=0.1825
export IMPL_hold_viol_final=0
export IMPL_grt_max_degree=54
export IMPL_edf_count=0
export IMPL_grt_ovfl_total=0
export IMPL_grt_usage_pct=19.93
export IMPL_critPathSlowestCell="clkdlybuf4s50_1"
export IMPL_mostFrequentLayoutCell="buf_4"
export IMPL_synthCells=651
export IMPL_placed_area_mm2=0.005763
export IMPL_die_area_mm2=0.01340
export IMPL_antenna_found_initial=0
export IMPL_tritoncts="built"
export IMPL_status="complete, no violations"
export IMPL_critPathRequiredTime_ns=6.16
export IMPL_synth_top_flop_cell="dfrtp_1"
export IMPL_dp_cells=855
export IMPL_max_stage_delay_ns=0.49
export IMPL_fin_crit_sh_pct=98.47
export IMPL_drv_cap=0
export IMPL_rows=41
export IMPL_regArea_mm2=0.001328
export IMPL_hold_path_class="flip-flop to flip-flop"
export IMPL_drt_initial_drc_count=349
export IMPL_drc_errors=0
export IMPL_path_common_cell="ha_4"
export IMPL_ys_seq_share_pct=25.65
export IMPL_finalSetupViolations=0
export IMPL_final_core_util_pct=51.04
export IMPL_drive_above_1_share_pct=24.54
export IMPL_clk_path_buf_depth=2
export IMPL_criticalPathCategory="flip-flop to output pin"
export IMPL_cts_sinks=53
export IMPL_via_count=5004
export IMPL_h_tree_depth=2
## metal layers
layer	GRT usage [%]	vias to the layer above	share of wire [%]
li1	-	2524	-
met1	31.35	2361	49
met2	31.50	110	46
met3	1.811	9	3.9
met4	2.051	0	0.85
met5	0	-	0
## kinds of logic after synthesis
| group | count (synthesis) | share of synthesized area [%] |
|---|---|---|
| adders and majority gates | 34 | 8.196 |
| xor gates and xnor gates | 39 | 6.746 |
| buffers and inverters | 71 | 6.093 |
| DFF | 53 | 25.65 |
| and+or+nand+nor | 258 | 24.64 |
| muxes | 11 | 2.176 |
| AOI/OAI and AO/OA | 185 | 26.50 |
## power breakdown
part           internal, mW  switching (mW)  total, mW
clock                 0.121           0.103      0.224
combinational        0.0189          0.0265     0.0454
sequential            0.281         0.00246      0.284
total                 0.421           0.131      0.553
## stage by stage
stage	hold WS, ns	TNS (ns)
after floorplan	0.4329	0
after global placement	0.4450	0
after detailed placement	0.4512	0
after CTS	0.4602	0
after global routing	0.4852	-0.8367
final	0.4629	0
## flip-flops by register name (all words and copies together), names as in the netlist
signal and count:
d1.cnt 17, hex 10, state 5, cnt 21
## critical path: cells and delay by family, from the launching register on
family | cells | cell delay, ns
compound gates | 9 | 1.67
xor+xnor | 1 | 0.16
fa+ha+maj | 7 | 1.31
buf+inv | 7 | 1.03
flops | 1 | 0.39
simple gates | 7 | 1.17
## Yosys cell counts (10+ instances only)
cell	instances	area, um^2
a211oi_1	10	75.07
a21oi_1	31	155.2
buf_2	12	60.06
clkbuf_1	18	67.56
dfrtp_1	52	1301
ha_1	33	412.9
inv_1	31	116.4
nand2_1	62	232.7
nand3_1	37	185.2
nand4_1	13	81.33
nor2_1	62	232.7
nor3_1	21	105.1
nor4_1	10	62.56
o21ai_0	36	180.2
or3_1	11	68.82
xnor2_1	19	166.4
xor2_1	19	166.4
## worst max path at each step
stage	from	endpoint	slack, ns
5_1_grt	hex[7]$_DFFE_PN0P_	sseg[1]	-0.24
4_1_cts	hex[7]$_DFFE_PN0P_	sseg[4]	0.007
6_report	hex[8]$_DFFE_PN0P_	sseg[3]	0.12
## layout make-up
cell class              instances  area share [%]
multi-input cells             527           60.72
repair buffers                 88           11.01
clock inverters                 3          0.3302
clock buffers                   5           1.943
well taps                     172           3.341
flip-flops and latches         53           20.61
inverters                      33           2.040
## what timing repair did
item	in CTS	in global routing
resized	51	45
hold endpoints to repair	0	0
setup buffers	12	5
cloned	0	1
pin swaps	19	17
endpoints found under the setup margin	7	7
No activity file was given, so power comes from the tool's default toggle rates.
