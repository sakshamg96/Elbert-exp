$ cat flow/run.sh
#!/bin/bash
# OpenROAD 26Q1-2900-gdf79404cd8, Yosys 0.63+post, stock flow scripts
make -C /OpenROAD-flow-scripts/flow DESIGN_CONFIG=/design/flow/config.mk WORK_HOME=/design/flow/orfs finish
$ cat flow/config.mk
export PLATFORM = sky130hd
export DESIGN_NAME = parking_lot
export DESIGN_NICKNAME = parking_lot
export VERILOG_FILES = /design/flow/design.v
export SDC_FILE = /design/flow/constraint.sdc
export NUM_CORES = 4
export LEC_CHECK = 1
export CORE_UTILIZATION = 40
$ cat flow/constraint.sdc
current_design parking_lot

set clk_period 12.9
set clk_io_pct 0.2

create_clock -name clk0 -period $clk_period [get_ports {clk}]

set non_clock_inputs [all_inputs -no_clocks]
set_input_delay [expr $clk_period * $clk_io_pct] -clock clk0 $non_clock_inputs
set_output_delay [expr $clk_period * $clk_io_pct] -clock clk0 [all_outputs]
$ cat flow/design.v
`timescale 1ns / 1ps
module disp_mux
#(
	parameter width=4'h8
)
(
input clk,
input rst,
input [width-1:0] in0, in1, in2,
output reg [width-1:0] sseg,
output reg [2:0] en
    );
	 localparam N=17;
	 reg [N-1:0] cnt;
	 always @*
	 begin
		case(cnt[N-1:N-2])
			3'b00: begin
				sseg = in0;
				en = 3'b110;
			end
			3'b01: begin
				sseg = in1;
				en = 3'b101;
			end
			3'b10: begin
				sseg = in2;
				en = 3'b011;
			end
			default: begin
				sseg = in0;
				en = 3'b110;
			end
		endcase
	 end
	 always @(posedge clk, negedge rst)
	 begin
		if(!rst) begin
			cnt <= 'b0;
		end
		else begin
			if(cnt[N-1:N-2]==2'b11) begin
				cnt <= 'b0;
			end
			else begin
				cnt <= cnt + 1;
			end
		end
	 end
endmodule
`timescale 1ns / 1ps
module hex_BCD(
input [9:0] hex,
output reg [11:0] BCD
    );
integer i;
always @(*) begin
	BCD = 12'b0;
	BCD = {BCD[8:0],hex[9:7]};
	for(i=3;i<10;i=i+1) begin
		if(BCD[3:0] > 4'h4) begin
			BCD[3:0] = BCD[3:0] + 4'h3;
		end
		if(BCD[7:4] > 4'h4) begin
			BCD[7:4] = BCD[7:4] + 4'h3;
		end
		if(BCD[11:8] > 4'h4) begin
			BCD[11:8] = BCD[11:8] + 4'h3;
		end
		BCD = {BCD[10:0],hex[9-i]};
	end
end
endmodule
`timescale 1ns / 1ps
module hex_sseg(
input [3:0] hex,
input dp,
output reg [7:0] seg
    );
always @(*)
begin
	case({dp,hex})
    5'h0: seg = 8'b00000011;
    5'h1: seg = 8'b10011111;
    5'h2: seg = 8'b00100101;
    5'h3: seg = 8'b00001101;
    5'h4: seg = 8'b10011001;
    5'h5: seg = 8'b01001001;
    5'h6: seg = 8'b01000001;
    5'h7: seg = 8'b00011111;
    5'h8: seg = 8'b00000001;
    5'h9: seg = 8'b00001001;
	 5'ha: seg = 8'b00010001;
	 5'hb: seg = 8'b11000001;
	 5'hc: seg = 8'b01100011;
	 5'hd: seg = 8'b10000101;
	 5'he: seg = 8'b01100001;
	 5'hf: seg = 8'b01110001;
    5'h10: seg = 8'b00000010;
    5'h11: seg = 8'b10011110;
    5'h12: seg = 8'b00100100;
    5'h13: seg = 8'b00001100;
    5'h14: seg = 8'b10011000;
    5'h15: seg = 8'b01001000;
    5'h16: seg = 8'b01000000;
    5'h17: seg = 8'b00011110;
    5'h18: seg = 8'b00000000;
    5'h19: seg = 8'b00001000;
	 5'h1a: seg = 8'b00010000;
	 5'h1b: seg = 8'b11000000;
	 5'h1c: seg = 8'b01100010;
	 5'h1d: seg = 8'b10000100;
	 5'h1e: seg = 8'b01100000;
	 5'h1f: seg = 8'b01110000;	 
    default: seg = 8'b00000010;
	endcase
end
endmodule
`timescale 1ns / 1ps
module parking_lot(
input clk,
input rst_n,
input a, b,
output [7:0] sseg,
output [2:0] en
    );
localparam unblock = 1'b1,
			  block = 1'b0;
localparam entry_1 = 3'h0,
			  entry_2 = 3'h1,
			  entry_3 = 3'h2,
			  exit_1	 = 3'h3,
			  exit_2	 = 3'h4,
			  exit_3	 = 3'h5,
			  idle	 = 3'h6;
wire [3:0] bcd_curr;	
reg [9:0] hex;
wire [11:0] BCD;	
reg inc, dec;	  
reg [2:0] state_reg, state_next;			  
always @(posedge clk, negedge rst_n) begin
	if(!rst_n) begin
		state_reg <= idle;
	end
	else begin
		state_reg <= state_next;
	end
end			  
always @* begin
	inc = 1'b0;
	dec = 1'b0;
	state_next = state_reg;
	case(state_reg)
		idle: begin
			case({a,b})
				{block,unblock}: begin
					state_next = entry_1;
				end
				{unblock,block}: begin
					state_next = exit_1;
				end
				default: begin
					state_next = idle;
				end
			endcase
		end
		entry_1: begin
			case({a,b})
				{block,unblock}: begin
					state_next = entry_1;
				end
				{block,block}: begin
					state_next = entry_2;
				end
				default: begin
					state_next = idle;
				end
			endcase
		end
		entry_2: begin
			case({a,b})
				{block,block}: begin
					state_next = entry_2;
				end
				{unblock,block}: begin
					state_next = entry_3;
				end
				default: begin
					state_next = idle;
				end
			endcase
		end
		entry_3: begin
			case({a,b})
				{unblock,block}: begin
					state_next = entry_3;
				end
				{unblock,unblock}: begin
					state_next = idle;
					inc = 1'b1;
				end
				default: begin
					state_next = idle;
				end
			endcase
		end
		exit_1: begin
			case({a,b})
				{unblock,block}: begin
					state_next = exit_1;
				end
				{block,block}: begin
					state_next = exit_2;
				end
				default: begin
					state_next = idle;
				end
			endcase
		end
		exit_2: begin
			case({a,b})
				{block,block}: begin
					state_next = exit_2;
				end
				{block,unblock}: begin
					state_next = exit_3;
				end
				default: begin
					state_next = idle;
				end
			endcase
		end
		exit_3: begin
			case({a,b})
				{block,unblock}: begin
					state_next = exit_3;
				end
				{unblock,unblock}: begin
					state_next = idle;
					dec = 1'b1;
				end
				default: begin
					state_next = idle;
				end
			endcase
		end
	endcase
end
always @(posedge clk, negedge rst_n) begin
	if(!rst_n) begin
		hex <= 0;
	end
	else begin
		case({inc,dec})
			2'b10: begin
				if (hex!='d999) begin
					hex <= hex + 1;
				end
			end
			2'b01: begin
				if (hex!=0) begin
					hex <= hex - 1;
				end
			end
		endcase
	end
end
hex_BCD h1 (.hex(hex), .BCD(BCD));
disp_mux #(.width(4)) d1 (.clk(clk), .rst(rst_n), .in0(BCD[3:0]), .in1(BCD[7:4]), .in2(BCD[11:8]), .sseg(bcd_curr), .en(en)); 
hex_sseg ins_hex (.hex(bcd_curr), .seg(sseg), .dp(1'b0));
endmodule
==> GITHUB_STEP_SUMMARY <==
### Yosys + OpenROAD results

| Metric | Value |
|---|---|
| Outcome | complete, no violations |
| CP Launch Type | flip-flop |
| Count of flip-flops with a built-in enable after synthesis | 0 |
| Clock insertion delay at the later pin of the skew report | 0.28 ns |
| Total of warnings raised by yosys | 4 |
| Cell with the largest stage delay on the worst path | sky130_fd_sc_hd__xor2_1 |
| Post-synthesis cell type with the largest combined area | sky130_fd_sc_hd__dfrtp_1 |
| Wire length of the first global-routing pass | 16,700 µm |
| Area of the mapped netlist | 4400 µm² |
| Commonest non-fill, non-tap cell in the layout | sky130_fd_sc_hd__nor2_1 |
| Clock group share of total power | 0.363 |
| Die height | 107 µm |
| Cell area power density | 47.8 nW/µm² |
| First drt pass iteration count | 4 |
| Clock Skews | 0.00903 ns |
| CTS root buf | sky130_fd_sc_hd__clkbuf_8 |
| Last weighted congestion value of the routability-driven placer | 0.918 |
| Worst vdd ir | 0.0976 mV |
| DRC violations left | 0 |
| Total buffers and inverters traversed by the critical path | 5 |
| Antenna violations before repair | 0 |
| CTS tree | yes |
| Number of buffers inserted by hold repair at cts | 0 |
| HPWL after DPL | 7010 µm |
| Slew Viols, Final | 0 |
| Number of logged tool warnings | 47 |
| Switching power as a share of total power | 0.249 |
| Crit path top cell by count | sky130_fd_sc_hd__ha_1 |
| Synthesis-to-layout area growth | 6.25% |
| Endpoints failing setup | 0 |
| Floorplan Core Area | 10,500 µm² |
| Port Buffers | 13 |
| Critical setup path kind | reg2out |
| Final worst path period need | 10.27 ns |
| Detailed-route via count | 3,842 |
| Total of max-cap violations | 0 |
| TritonCTS sink count | 34 |
| Worst Hold Class | reg2reg |
| Longest individual stage delay on the worst path | 0.70 ns |
| Data arrival, critical path | 7.69 ns |
| Number of ports placed on the die boundary | 15 |
| Most frequently placed logic cells in the final layout | sky130_fd_sc_hd__nor2_1, sky130_fd_sc_hd__ha_1, sky130_fd_sc_hd__nand2_1 |
| Fin Setup TNS | 0 ns |
| Total detailed-routing wirelength | 9280 µm |
| Power, Total | 0.000224 W |
| Yosys stat chip area | 4400 µm² |
| Number of flip-flops in the largest register | 17 |
| Commonest register cell after synthesis | sky130_fd_sc_hd__dfrtp_1 |
| Utilization after layout | 0.445 |
| Via count of the first global-routing pass | 3,576 |
| Mean routed wirelength per cell | 13.9 µm |
| Count of different cell masters after synthesis | 105 |
| Number of filler cells placed in the layout | 964 |
| Register bit count reported by yosys | 34 |
| Number of instances in the synthesized netlist | 536 |
| GRT Util Overall | 0.178 |
| Proportion of netlist area held by the largest area contributor | 0.188 |
| # rows | 37 |
| Share of power burned in registers | 0.509 |
| Chip area | 11,400 µm² |
| # resized after CTS | 0 |
| Part of the Yosys area used for sequential elements | 0.193 |
| Top cells by area | sky130_fd_sc_hd__dfrtp_1, sky130_fd_sc_hd__ha_1, sky130_fd_sc_hd__nor2_1, sky130_fd_sc_hd__xnor2_1, sky130_fd_sc_hd__nand2_1 |
| Logic pwr share | 0.127 |
| Max Root-Sink Buffers | 2 |
| Fraction of the core area occupied by cells at floorplan | 0.419 |
| Cell count in the Yosys report | 536 |
| Worst-case headroom to the max-slew limit | 0.444 |
| Average via count per standard cell | 5.73 |
| Total internal power | 0.000168 W |
| Maximum frequency from static timing analysis | 97.3 MHz |
| Setup repair after global routing missed its margin | no |
| Reg clk slew, reported paths | 0.07 ns |
| Residual antenna-violating net count after detailed routing | 0 |
| Post-CTS setup-driven buffer insertion count | 0 |
| Sort of element at the end of the critical path | primary output |
| Avg Cell Area, Syn | 8.22 µm² |
| Worst path top cell family by delay | AND-OR/OR-AND gates |
| Total number of H-tree levels | 2 |
| 1st-iter DRT viols | 208 |
| Final period util | 0.796 |
| Maximum number of pins on one net before global-route repair | 35 |
| Total clock buffers created by CTS | 5 |
| GRT overflow | 0 |
| Horizontal extent of the die | 107 µm |
| Pleak | 1.93 nW |
| Total antenna diodes in the routed design | 0 |
| Slew at the pin closest to its max-slew limit | 0.831 ns |
| Number of failing hold endpoints at the final stage | 0 |
| Fraction of final layout cells sized beyond drive strength 1 | 0.103 |
| Largest driver fanout on the critical path | 11 |
| Async set-reset flop share out of synthesis | 1.00 |
| Switching power | 0.0000556 W |
| Required arrival time at the worst endpoint | 10.32 ns |
-- final timing paths --
check	startpoint	end	slack, ns	cells past startpoint
setup reg to reg	state_reg[3]	hex[9]	9.67	15
min in group asynchronous	rst_n	d1.cnt[4]	2.71	2
hold reg to reg	d1.cnt[0]	d1.cnt[0]	0.44	1
max in group asynchronous	rst_n	state_reg[0]	9.85	2
setup / recovery	hex[7]	sseg[6]	2.63	29
hold / removal	d1.cnt[0]	d1.cnt[0]	0.44	1
-- power by group through the flow --
stage                 logic (W)  clock network, W  registers [W]
final                 0.0000284         0.0000812       0.000114
after CTS             0.0000285         0.0000842       0.000114
after global routing  0.0000319         0.0000887       0.000114
-- worst register-to-register path, delay by kind of cell, from the launching register on --
kind	cells	cell delay, ns
AOI/OAI and AO/OA	8	1.36
xor gates and xnor gates	2	0.27
adders and majority gates	1	0.29
buffers and inverters	1	0.25
DFF	1	0.41
and+or+nand+nor	3	0.55
-- routing by layer --
layer  up-vias  track usage  wire length, µm
li1       1967            -                -
met1      1790        0.290             4790
met2        77        0.273             4070
met3         8       0.0124              344
met4         0       0.0147               76
met5         -            0                0
-- cells in the mapped netlist, types with 6 or more instances --
cell type and number:
sky130_fd_sc_hd__o21a_1 7, sky130_fd_sc_hd__ha_1 41, sky130_fd_sc_hd__o21ai_1 7, sky130_fd_sc_hd__xnor2_1 18, sky130_fd_sc_hd__a31oi_1 8, sky130_fd_sc_hd__nand2b_1 8
sky130_fd_sc_hd__nand4_1 12, sky130_fd_sc_hd__nand2_1 40, sky130_fd_sc_hd__and3_1 7, sky130_fd_sc_hd__nor3_1 8, sky130_fd_sc_hd__and2_1 8, sky130_fd_sc_hd__nor2b_1 6
sky130_fd_sc_hd__inv_1 35, sky130_fd_sc_hd__o21ai_0 20, sky130_fd_sc_hd__nand3_1 17, sky130_fd_sc_hd__dfrtp_1 33, sky130_fd_sc_hd__nor2_1 56, sky130_fd_sc_hd__a211oi_1 6
sky130_fd_sc_hd__xor2_1 14, sky130_fd_sc_hd__a21o_1 6, sky130_fd_sc_hd__buf_2 6, sky130_fd_sc_hd__clkbuf_1 10, sky130_fd_sc_hd__a21oi_1 22, sky130_fd_sc_hd__o21bai_1 6
sky130_fd_sc_hd__mux2i_1 7
-- kinds of logic after synthesis --
group / share of synthesized area
simple gates: 0.232
fa+ha+maj: 0.121
other cells: 0.000851
buf+inv: 0.0614
xor+xnor: 0.0787
compound gates: 0.286
flops: 0.193
mux: 0.0261
-- area by class of cell --
type	instances	area, µm²	share of cell area
sequential	34	852	0.182
multi-input combinational	441	3280	0.701
tap	136	170	0.0364
inverter	36	135	0.0289
clock inverter	2	12.5	0.00267
timing repair buffer	15	145	0.0310
clock buffer	6	82.6	0.0176
-- through the flow --
step / cells / setup WS [ns] / cell area (µm²) / hold slack (ns)
after CTS: 670 / 2.64 / 4680 / 0.445
after global routing: 670 / 1.85 / 4680 / 0.483
after global placement: 662 / 3.13 / 4580 / 0.432
final: 670 / 2.63 / 4680 / 0.441
after detailed placement: 662 / 2.96 / 4580 / 0.435
after floorplan: 536 / 4.54 / 4400 / 0.417
No activity file was given, so power comes from the tool's default toggle rates.
