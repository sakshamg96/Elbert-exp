===== ./design.v =====
`timescale 1ns / 1ps
module bcd_counter(
output reg [7:0] seg,
output reg [2:0] com,
input clk,rst
    );
wire rstp;
assign rstp = !rst;
reg [31:0] cnt;
always @(posedge clk or posedge rstp)
begin
	if(rstp)
		cnt <= 0;
	else if(cnt[31:22]==10'd999)
		cnt <= 0;
	else
		cnt <= cnt + 1;
end
integer i;
reg [11:0] BCD;
always @(cnt[31:22]) begin
	BCD = 12'b0;
	BCD = {BCD[10:0],cnt[31]};
	for(i=1;i<10;i=i+1) begin
		if(BCD[3:0] > 4'h4) begin
			BCD[3:0] = BCD[3:0] + 4'h3;
		end
		if(BCD[7:4] > 4'h4) begin
			BCD[7:4] = BCD[7:4] + 4'h3;
		end
		if(BCD[11:8] > 4'h4) begin
			BCD[11:8] = BCD[11:8] + 4'h3;
		end
		BCD = {BCD[10:0],cnt[31-i]};
	end
end
reg [3:0] sev_seg;
always @(posedge cnt[14] or posedge rstp)
begin
	if(rstp)
	begin
		com <= 3'b110;
	end
	else
		com <= {com[0],com[2:1]};
end
always @(*)
begin
		case(com)
			3'b011 : sev_seg <= BCD[11:8];
			3'b101 : sev_seg <= BCD[7:4];
			3'b110 : sev_seg <= BCD[3:0];
			default : sev_seg <= 4'b0000;
		endcase
end
always @(*)
begin
	case(sev_seg)
    4'h0: seg = 8'b00000011;
    4'h1: seg = 8'b10011111;
    4'h2: seg = 8'b00100101;
    4'h3: seg = 8'b00001101;
    4'h4: seg = 8'b10011001;
    4'h5: seg = 8'b01001001;
    4'h6: seg = 8'b01000001;
    4'h7: seg = 8'b00011111;
    4'h8: seg = 8'b00000001;
    4'h9: seg = 8'b00001001;
	 4'ha: seg = 8'b00010001;
	 4'hb: seg = 8'b11000001;
	 4'hc: seg = 8'b01100011;
	 4'hd: seg = 8'b10000101;
	 4'he: seg = 8'b01100001;
	 4'hf: seg = 8'b01110001;
    default: seg = 8'b00000010;
endcase
end
endmodule

===== ./constraint.sdc =====
current_design bcd_counter

set clk_period 7.8
set clk_io_pct 0.2

create_clock -name clk0 -period $clk_period [get_ports {clk}]

set non_clock_inputs [all_inputs -no_clocks]
set_input_delay [expr $clk_period * $clk_io_pct] -clock clk0 $non_clock_inputs
set_output_delay [expr $clk_period * $clk_io_pct] -clock clk0 [all_outputs]

===== ./run.sh =====
#!/bin/bash
# OpenROAD 26Q1-2900-gdf79404cd8, Yosys 0.63+post, stock flow scripts
make -C /OpenROAD-flow-scripts/flow DESIGN_CONFIG=/design/flow/config.mk WORK_HOME=/design/flow/orfs finish

===== ./config.mk =====
export PLATFORM = sky130hd
export DESIGN_NAME = bcd_counter
export DESIGN_NICKNAME = bcd_counter
export VERILOG_FILES = /design/flow/design.v
export SDC_FILE = /design/flow/constraint.sdc
export NUM_CORES = 4
export LEC_CHECK = 1
export CORE_UTILIZATION = 40

==> flow_metrics.tcl <==
# collected from the flow reports
set metrics [dict create \
    run_status "complete, no violations" \
    final_layout_size_suffix_gt1_frac 0.191 \
    clock_transition_at_the_registers_of_the_reported_paths_ns 0.06 \
    grt_pass1_vias 2909 \
    unclocked_regs 3 \
    worstPathRequired_ns 6.24 \
    unconstrained_endpoints 6 \
    cts_htree_levels 2 \
    ys_ff 35 \
    leakage_nw 1.67 \
    synth_largest_type_area_fraction 0.224 \
    clk_path_buf_depth 2 \
    synth_area_per_cell_um2 8.39 \
    fin_area_um2 4190 \
    gp_congestion 0.942 \
    gr-total-overflow 0 \
    antenna_found_initial 0 \
    synth-async-reset-ratio 1.00 \
    worstHoldPathCells 1 \
    period_needed_ns 7.48 \
    slew_violations 0 \
    skew_ns 0.00757 \
    mostFrequentLayoutCells "sky130_fd_sc_hd__nor2_1 (49), sky130_fd_sc_hd__dfrtp_1 (33), sky130_fd_sc_hd__nand2_1 (28), sky130_fd_sc_hd__nand3_1 (22)" \
    ys_area_um2 3680 \
    viasPerCell 5.83 \
    crit-reg2reg-launch "cnt[6]" \
    synth.yosys.seq_area_share 0.238 \
    dr.first_iter.drc_count 135 \
    max_slew.worst_pin.slew_ns 0.650 \
    totalWireLength_mm 7.76 \
    hold_violations 0 \
    netlist_area_um2 3680 \
    worstSetupStartpointType "register" \
    area.combinational_um2 2790 \
    rr_worst_depth 13 \
    ys_top_cells_by_area "sky130_fd_sc_hd__dfrtp_1 (22%), sky130_fd_sc_hd__ha_1 (8.5%), sky130_fd_sc_hd__nor2_1 (5.1%), sky130_fd_sc_hd__xnor2_1 (4.5%), sky130_fd_sc_hd__mux2i_1 (4.1%)" \
    routed-via-count 3282 \
    die.size.x_um 98.0 \
    core.rowCount 34 \
    antenna-diode-count 0 \
    antenna_violating_nets_post_route 0 \
    timing.hold.worst_endpoint "cnt[0]" \
    insertion_delay_ns 0.28 \
    post_synth_edffs 0 \
    setup_tns_ns 0 \
    area.growth.synth_to_final_pct 13.8 \
    endpoint_of_the_most_critical_register_to_register_path "cnt[31]" \
    layout_top_cell "sky130_fd_sc_hd__nor2_1" \
    top_area_cell "sky130_fd_sc_hd__dfrtp_1" \
    portBuffers 11 \
    max_freq_mhz 134 \
    hpwlAfterDp_mm 5.61 \
    synthFlopType "sky130_fd_sc_hd__dfrtp_1" \
    timing.setup.critical_path_class "reg -> out" \
    reg_to_reg_slack_setup_ns 4.94 \
    cts-hold-fix-buffers 0 \
    firstDrtPassIters 4 \
    clock_tree.root_cell "sky130_fd_sc_hd__clkbuf_8" \
    die_h_um 98.0 \
    syn_inst 439 \
    grt_usage 0.165 \
    power.density_nw_per_um2 71.3 \
    place_ws_ns 0.118 \
    cts_made_buffers 5 \
    hold_class "reg -> reg" \
    vdd.ir_drop.worst_v 0.000117 \
    standard_cell_area_after_detailed_placement_um2 3920 \
    sequential_cell_area_um2 878 \
    ys_cells 439 \
    cycle_use_final 0.959 \
    report.final.setup_viol 0 \
    fin_util 0.476 \
    avgRoutedWirePerCell_um 13.8 \
    yosys_warnings 1 \
    grt_start_max_net_pins 36 \
    yosys.cell_types.count 79 \
    setup_slack_ns 0.320 \
    die-area_um2 9600 \
    placeableCoreArea_um2 8810 \
    drt_drc_violations_left 0 \
    max-slew-margin-rel 0.567 \
    floorplan.initialDensity 0.418 \
    io_pins 13 \
    timing.critical_path.arrival_ns 5.92 \
    max_cap_violations 0 \
    cts_tree "done" \
    filler_cell_count 779 \
    cp_max_fo 13 \
    stage_log_warnings 44 \
    timing.hold.worst.start "cnt[0]" \
    hold-worst-slack_ns 0.478 \
    setup.worst_path.end_class "primary output" \
    grt_pass1_wl_mm 13.2 \
]
[worst max-delay path: stages (launching register included)]
cell and delay [ns]:
sky130_fd_sc_hd__dfrtp_1 0.37, sky130_fd_sc_hd__inv_1 0.09, sky130_fd_sc_hd__ha_2 0.22, sky130_fd_sc_hd__ha_2 0.34
sky130_fd_sc_hd__nand2b_1 0.29, sky130_fd_sc_hd__a221oi_2 0.08, sky130_fd_sc_hd__o21ai_0 0.25, sky130_fd_sc_hd__o2111ai_2 0.21
sky130_fd_sc_hd__ha_2 0.25, sky130_fd_sc_hd__inv_1 0.08, sky130_fd_sc_hd__ha_1 0.17, sky130_fd_sc_hd__mux2_2 0.39
sky130_fd_sc_hd__nor2_1 0.11, sky130_fd_sc_hd__mux2_2 0.36, sky130_fd_sc_hd__a21boi_2 0.17, sky130_fd_sc_hd__xnor2_2 0.09
sky130_fd_sc_hd__ha_1 0.23, sky130_fd_sc_hd__ha_1 0.19, sky130_fd_sc_hd__nand2_1 0.08, sky130_fd_sc_hd__and3_1 0.16
sky130_fd_sc_hd__o32ai_1 0.08, sky130_fd_sc_hd__a311o_2 0.50, sky130_fd_sc_hd__or2_4 0.28, sky130_fd_sc_hd__o22ai_1 0.15
sky130_fd_sc_hd__clkdlybuf4s50_1 0.49
[stage by stage]
stage                     total power [W]  cells
after floorplan                  0.000170    439
after global placement           0.000174    552
after detailed placement         0.000174    552
after CTS                        0.000305    560
after global routing             0.000314    563
final                            0.000299    563
[worst max path at each step]
stage | to | start | slack, ns | depth (start not counted)
4_1_cts | seg[7] | cnt[30] | -0.004 | 27
5_1_grt | seg[7] | cnt[29] | -0.13 | 27
6_report | seg[2] | cnt[30] | 0.32 | 24
[sequential cells by signal, summed over array words and instances, names as in the netlist]
name and cells:
cnt 32, com 3
[layer usage]
| metal | vias up | routed length, um | GRT usage |
|---|---|---|---|
| met4 | 0 | 119 | 0.0338 |
| met5 | - | 0 | 0 |
| met2 | 79 | 3410 | 0.252 |
| met3 | 10 | 267 | 0.0167 |
| li1 | 1637 | - | - |
| met1 | 1556 | 3960 | 0.259 |
[cell families (layout without fill, tap and decap cells)]
group                    after synthesis  after routing  synth area share
XOR/XNOR                              39             40             0.106
other                                  1              1           0.00102
adder cells (fa/ha/maj)               25             25            0.0849
flip-flops                            35             35             0.238
AND-OR/OR-AND                        103            103             0.210
buffers and inverters                 38             53            0.0509
AND/OR/NAND/NOR                      175            175             0.243
multiplexers                          23             23            0.0662
[where the power goes]
group          leakage (nW)   total [W]  switching [W]  internal (W)
Sequential            0.472    0.000166              0      0.000166
Combinational          1.16  0.00000410     0.00000334   0.000000763
Clock                0.0445    0.000129      0.0000574     0.0000716
Total                  1.67    0.000299      0.0000607      0.000238
[cell usage after synthesis, types with 6 or more instances]
master                      n
sky130_fd_sc_hd__dfrtp_1   33
sky130_fd_sc_hd__nand3_1   22
sky130_fd_sc_hd__inv_1     17
sky130_fd_sc_hd__nor3_1    12
sky130_fd_sc_hd__o22ai_1    6
sky130_fd_sc_hd__mux2_2     7
sky130_fd_sc_hd__o21ai_0   13
sky130_fd_sc_hd__mux2i_1   15
sky130_fd_sc_hd__or3_1      6
sky130_fd_sc_hd__a21oi_1   17
sky130_fd_sc_hd__xnor2_1   19
sky130_fd_sc_hd__o211ai_1   7
sky130_fd_sc_hd__nand2b_1   8
sky130_fd_sc_hd__ha_1      25
sky130_fd_sc_hd__nand2_1   28
sky130_fd_sc_hd__xor2_1    17
sky130_fd_sc_hd__clkbuf_1  10
sky130_fd_sc_hd__and3_1    11
sky130_fd_sc_hd__nor2_1    50
[cell type report]
cell class,count,share of cell area
Clock inverter,1,0.00179
Tap cell,108,0.0322
Inverter,18,0.0161
Clock buffer,7,0.0206
Sequential cell,35,0.209
Multi-Input combinational cell,367,0.665
Timing Repair Buffer,27,0.0549
[timing repair]
| item | in CTS | in global routing |
|---|---|---|
| setup endpoints to repair | 7 | 7 |
| setup buffers | 0 | 2 |
| resized | 5 | 28 |
| gates cloned | 0 | 1 |
| pin swaps | 0 | 7 |
Power is estimated from default activity; no workload was simulated.
